$ cat design/flow/design.v
module async_fifo(rd_clk, wr_clk, rst, rd_en, wr_en, rdata, wdata, valid, empty, full, overflow,underflow);
parameter data_width = 8;
input rd_clk;
input wr_clk;
input rst;
input rd_en;
input wr_en;
input [data_width-1 : 0] wdata;
output reg [data_width-1 : 0] rdata;
output full;
output empty;
output reg valid;
output reg overflow;
output reg underflow;
parameter fifo_depth = 16;
parameter address_size = 5;
reg [address_size-1:0] wr_ptr;
reg [address_size-1:0] rd_ptr;
wire [address_size-1:0] wr_ptr_gray;
wire [address_size-1:0] rd_ptr_gray;
reg  [address_size-1:0] wr_ptr_gray_s1;
reg  [address_size-1:0] wr_ptr_gray_s2;
reg  [address_size-1:0] rd_ptr_gray_s1;
reg  [address_size-1:0] rd_ptr_gray_s2;
reg [data_width-1:0] mem [fifo_depth-1:0];
always @ (posedge wr_clk) begin
  if (rst) wr_ptr<=0;
  else begin 
    if (wr_en && !full) begin
	   wr_ptr <= wr_ptr + 1;
		mem[wr_ptr] <= wdata;
    end
  end
end
always @ (posedge rd_clk) begin
  if (rst) rd_ptr<=0;
  else begin 
    if (rd_en && !empty) begin
	   rd_ptr <= rd_ptr + 1;
		rdata <= mem[rd_ptr];
    end
  end
end
assign wr_ptr_gray = wr_ptr ^ (wr_ptr>>1) ;
assign rd_ptr_gray = rd_ptr ^ (rd_ptr>>1) ;
always @ (posedge rd_clk) begin
   if (rst) begin
	   wr_ptr_gray_s1 <= 0;
		wr_ptr_gray_s2 <= 0 ;
	end
	else begin
	   wr_ptr_gray_s1 <= wr_ptr_gray;
		wr_ptr_gray_s2 <= wr_ptr_gray_s1 ;
	end
end	
always @ (posedge wr_clk) begin
   if (rst) begin
	   rd_ptr_gray_s1 <= 0;
		rd_ptr_gray_s2 <= 0 ;
	end
	else begin
	   rd_ptr_gray_s1 <= rd_ptr_gray;
		rd_ptr_gray_s2 <= rd_ptr_gray_s1 ;
	end
end	
assign empty = (rd_ptr_gray == wr_ptr_gray_s2);
assign full = (wr_ptr_gray[address_size-1] != rd_ptr_gray_s2[address_size-1])
              && (wr_ptr_gray[address_size-2] != rd_ptr_gray_s2[address_size-2])
				  && (wr_ptr_gray[address_size-3:0] == rd_ptr_gray_s2[address_size-3:0]);
always @ (posedge wr_clk) 
    overflow = full && wr_en;
always @ (posedge rd_clk) begin
    underflow <= empty && rd_en;
	 valid <= (rd_en && !empty);
end
endmodule
$ cat design/flow/run.sh
#!/bin/bash
# OpenROAD 26Q1-2900-gdf79404cd8, Yosys 0.63+post, stock flow scripts
make -C /OpenROAD-flow-scripts/flow DESIGN_CONFIG=/design/flow/config.mk WORK_HOME=/design/flow/orfs finish
$ cat design/flow/config.mk
export PLATFORM = sky130hd
export DESIGN_NAME = async_fifo
export DESIGN_NICKNAME = async_fifo
export VERILOG_FILES = /design/flow/design.v
export SDC_FILE = /design/flow/constraint.sdc
export NUM_CORES = 4
export LEC_CHECK = 1
export CORE_UTILIZATION = 40
$ cat design/flow/constraint.sdc
current_design async_fifo

set clk_period 5.6
set clk_io_pct 0.2

create_clock -name clk0 -period $clk_period [get_ports {rd_clk}]
create_clock -name clk1 -period $clk_period [get_ports {wr_clk}]

set non_clock_inputs [all_inputs -no_clocks]
set_input_delay [expr $clk_period * $clk_io_pct] -clock clk0 $non_clock_inputs
set_output_delay [expr $clk_period * $clk_io_pct] -clock clk0 [all_outputs]
==> out/summary.txt <==
Status: finished clean
FFs w/ async S/R, synth: 0%
Post-synth EDFFs: 136
CP Launch Point: rd_ptr[0]
Largest net degree at the start of global routing: 37
CP required: 4.48 ns
Antenna Violating Nets Remaining: 0
Wire length per cell: 18.76 um
Hold Vio Cnt, Final: 0
Initial antenna violation count: 0
Sink Count: 169
Vias in the first global route: 3389
Crit. End Element: primary output
Via/cell ratio: 5.127
Worst Setup Start Kind: flop
Die height: 130.5 um
Max VDD drop: 0.2373 mV
Layout cell share with drive strength beyond 1: 18.72%
Reg2reg start: wr_ptr[3]
Cell area leaders: edfxtp_1, mux4_2, dfxtp_1, nor2b_1, ha_1
Worst-Margin Slew: 0.7382 ns
Power Density: 370.2 mW/mm2
Final setup vio count: 0
Mapped Area: 0.006603 mm2
Clock transition at path regs: 0.07 ns
Busiest grt layer: met1
Chip area: 0.01702 mm2
Placeable core area: 0.01600 mm2
HP Class: reg2reg
Syn-to-layout area delta: 16.96%
FILL cells: 1325
Die Span X: 130.5 um
Max Clock Skew: 0.009808 ns
Drt pass-1 iters: 4
Relative slew slack: 50.63%
Total wire length: 11.67 mm
M2 GR Usage: 22.43%
Yosys chip area: 0.006603 mm2
Met3 Track Usage GR: 10.20%
Pins Over Slew Limit: 0
Seq share, synth: 71.86%
Global route overflow: 0
Max cap viols: 0
Post-DP HPWL: 7.141 mm
Arr. time, crit path: 2.67 ns
Row count: 46
I/O Buffers: 24
Count of cell types in the netlist: 26
FP Util: 41.27%
M1 GR Usage: 22.46%
Yosys warning tally: 1
Most common cell in the netlist: edfxtp_1
CP Max Fanout: 36
Leakage power: 2.660 nW
First-pass GRT wire length: 18.41 mm
Top cells by count, synth: edfxtp_1, dfxtp_1, mux4_2
Fin Hold WS: 0.3973 ns
Total GRT Usage: 15.88%
Syn_area_per_cell: 18.34 um2
Hold_sp: rd_ptr[4]
Synth Instances: 360
Cell taking the most area after synthesis: edfxtp_1
# DRC: 0
RSZ-0062 raised after global routing: no
Cells in synth_stat.txt: 360
Post-CTS Hold Buffers: 0
Setup_tns: 0 ns
Post-cts resize count: 0
GP Congestion: 0.7765
OpenROAD warning count: 32
Crit path kind: reg2out
# IOs: 26
Total number of vias: 3189
Seq cells post-synth: 169
Diode count: 0
CTS tree: done
Max-area cell share: 61.85%
Commonest flop: edfxtp_1
Post-CTS Setup Inserts: 0
Initial DRC Count: 204
-- through the flow --
step | instance area [um2] | util (%) | power, W | setup WS [ns] | std cells
global route | 7722 | 48.26 | 0.002957 | 1.569 | 622
detailed placement | 7058 | 44.11 | 0.001623 | 2.033 | 586
CTS | 7722 | 48.26 | 0.002885 | 1.722 | 622
floorplan | 6603 | - | 0.001552 | 3.024 | 360
global placement | 7058 | 44.11 | 0.001621 | 2.048 | 586
finish | 7722 | 48.26 | 0.002859 | 1.808 | 622
-- placed cells by master, fill, tap and decap left out, types with 2 or more instances in the layout --
cell / instances
clkinv_1: 2
inv_6: 4
mux4_2: 32
mux2_1: 8
xor2_1: 9
inv_1: 4
a21oi_1: 6
inv_8: 2
a22oi_1: 16
nor2_1: 14
ha_1: 12
clkdlybuf4s50_1: 24
mux2_4: 2
a21boi_2: 2
buf_4: 3
bufinv_16: 2
and2_1: 3
nand2_1: 10
clkinvlp_4: 2
nor4_4: 2
nand3_1: 4
and3_1: 12
xnor2_1: 2
clkbuf_16: 20
edfxtp_1: 136
nor2b_1: 29
and4b_1: 6
dfxtp_1: 32
-- metal layers --
layer / vias up / part of all wire (%)
met5: - / 0
met4: 0 / 1.4
met3: 12 / 10
met2: 135 / 45
met1: 1572 / 43
li1: 1470 / -
-- registers in the layout (all words and copies together), names as in the netlist --
register / cells
rd_ptr_gray_s1: 5
rd_ptr: 5
underflow: 1
wr_ptr: 5
valid: 1
rdata: 8
wr_ptr_gray_s1: 5
rd_ptr_gray_s2: 5
overflow: 1
mem: 128
wr_ptr_gray_s2: 5
-- critical path, stage by stage, from the launching register on --
cell and delay (ns):
dfxtp_2 0.31, buf_4 0.54, ha_1 0.37, xor2_1 0.19, nor4_4 0.35, and2_1 0.19, clkdlybuf4s50_1 0.46
-- where the power goes --
group	total [W]	switching, W	internal (W)
logic	0.000208	0.000103	0.000105
clock network	0.00127	0.000505	0.000761
registers	0.00139	0.00000594	0.00138
total	0.00286	0.000613	0.00225
-- path summary, 6_finish.rpt --
| kind | end | slack [ns] | cells after the start |
|---|---|---|---|
| max in group clk1 | mem[8][1] | 2.78 | 3 |
| min in group clk0 | wr_ptr_gray_s2[1] | 0.44 | 1 |
| hold reg to reg | rd_ptr_gray_s1[4] | 0.40 | 1 |
| setup reg to reg | mem[8][1] | 2.84 | 6 |
| setup / recovery | empty | 1.81 | 6 |
| hold / removal | rd_ptr_gray_s1[4] | 0.40 | 1 |
-- layout make-up --
cell class	count	area [um2]	area share, %
multi-input cells	170	1764	22.85
clock inverters	15	160.2	2.074
clock buffers	21	504.2	6.529
inverters	4	15.01	0.1944
well taps	216	270.3	3.500
repair buffers	27	262.8	3.402
flip-flops and latches	169	4746	61.45
-- kinds of logic after synthesis --
| kind of cell | count (synthesis) | synth area share (%) |
|---|---|---|
| flip-flops | 169 | 71.86 |
| AND/OR/NAND/NOR | 80 | 7.391 |
| multiplexers | 42 | 12.73 |
| AND-OR/OR-AND | 24 | 2.615 |
| buffers and inverters | 21 | 1.421 |
| XOR/XNOR | 12 | 1.706 |
| adder cells (fa/ha/maj) | 12 | 2.274 |
No activity file was given, so power comes from the tool's default toggle rates.
